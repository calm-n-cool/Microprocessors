==> flow/design.v <==
`timescale 1ns / 1ps
module PC(input clk,CP,clr,input EP,output [3:0]pc);
reg [3:0] count,d_count;
initial count=4'b0;
initial d_count=4'b0;
always @(posedge clk)
begin
    if(CP==1'bx)
        d_count=4'b0;
    else
        d_count=CP?count+1:count;
    if (clr==1'b1)
        count=4'b0;
    else
        count=d_count;
end
assign pc=d_count;
endmodule
==> flow/run.sh <==
#!/bin/bash
# OpenROAD 26Q1-2900-gdf79404cd8, Yosys 0.63+post, stock flow scripts
make -C /OpenROAD-flow-scripts/flow DESIGN_CONFIG=/design/flow/config.mk WORK_HOME=/design/flow/orfs finish
==> flow/config.mk <==
export PLATFORM = sky130hd
export DESIGN_NAME = PC
export DESIGN_NICKNAME = PC
export VERILOG_FILES = /design/flow/design.v
export SDC_FILE = /design/flow/constraint.sdc
export NUM_CORES = 4
export LEC_CHECK = 1
export CORE_AREA = 10 10 70 70
export DIE_AREA = 0 0 80 80
==> flow/constraint.sdc <==
current_design PC

set clk_period 1.0
set clk_io_pct 0.2

create_clock -name clk0 -period $clk_period [get_ports {clk}]

set non_clock_inputs [all_inputs -no_clocks]
set_input_delay [expr $clk_period * $clk_io_pct] -clock clk0 $non_clock_inputs
set_output_delay [expr $clk_period * $clk_io_pct] -clock clk0 [all_outputs]
==> run notes <==
Status on the layout run. Post-route clock skew landed at 0.00329 ns. The routed layout reports a DRC error count of 0. The final reports fail on negative setup slack.

For this run, the slowest stage of the critical path takes 0.33 ns. According to the floorplan report, the placeable core area is 0.00342 mm². Of the post-synthesis cell area, the part taken by muxes is 9.46%. TritonCTS built the clock tree. Largest net degree at the start of global routing landed at 6. After synthesis, the largest family of logic cells by area is simple AND/OR/NAND/NOR gates.

Across all layers, the routed design uses 197 vias. Looking at the clock tree report, the root buffer type is clkbuf_4. 8 I/O pins were placed. Final wirelength landed at 610 µm. The share of the core area taken by cells at floorplan is about 8%. The pin closest to its max-slew limit shows a slew of 0.265 ns. Post-layout minimum cycle time landed at 1.05 ns. Per the timing report, the biggest fanout along the worst path comes to 2. For this design, the CTS-stage hold fixing added 0 buffers.

In this run the critical path is formed by ha_4, mux2_4, nor2b_1. Yosys reported a register bit count of 8. In this run the cell area of the synthesized design comes to 278 µm².

The synthesized netlist devotes between 6 and 7% of its cell area to XOR and XNOR gates. The largest total area in the synthesized netlist belongs to dfxtp_1. Finished layout cell area landed at 484 µm².

In this run the layout overhead on the synthesized area is reported as 74.3%. Pins over their slew limit in the final report were tallied at 0. The worst setup path is launched from a flop. Unique cell type count in the Yosys netlist landed at 13.

Routing resource usage on met3 recorded by global route was 1.59%. The run finished, with violations left. The worst setup path is of the flop to flop kind. Antenna violation net count after detailed routing landed at 0. Sum of internal, switching and leakage power landed at 698 µW.

Per the GRT congestion report, total overflow comes to 0. Setup repair after global routing could not meet its margin everywhere. Tally of buffers added on design ports landed at 6. Final routed wire length divided by cell count landed at 7.44 µm.

After synthesis, the chip area reported by Yosys is around 280 µm². Cell row count landed at 21. CTS built an H-tree with a depth of 1. On the worst setup and hold paths after CTS, the clock-pin slew comes to 0.06 ns. Cell area after placement landed at 439 µm². Of the available clock period, the critical path in the final layout requires 105%.

Per the cell usage report, the commonest logic cells after layout are 5 x buf_4, 4 x dfxtp_2, 4 x dfxtp_1, 4 x clkdlybuf4s15_1. The worst setup path is captured at a flop. Number of antenna violations at the first check in global routing landed at 0. On met1, the global router reports a usage of 2.69%. Each instance of the synthesized netlist takes up on average 12.6 µm².

The first global-routing pass estimated ~990 µm of wire. Total leakage power landed at between 0.00015 and 0.0002 µW. Portion of synthesized cell area occupied by the leading cell type landed at between 50 and 60%. For the worst-skew pair, the clock arrives at the later sink with an insertion delay of 0.25 ns. Fraction of final layout cells with drive strength greater than 1 landed at between 40% and 50%. From bottom edge to top edge, the die measures 80 µm. Power density over cell area landed at 1440 mW/mm². Counting every sink on the clock net gives 8. The tightest min-delay check is of the flop to flop type. On the critical path, the stage with the largest delay is an instance of dfxtp_2. Instance count of the mapped netlist landed at 22.

By instance count after routing, the leading logic cell type is buf_4. After synthesis, the design contains 22 cells according to Yosys. Total die size landed at roughly 0.0064 mm². The cell-mix breakdown from Yosys lists the adder-cell area share as 4.50%. Final core utilization landed at 14.2%. Via density per instance landed at 2.40.

Final weighted congestion in routability-driven placement landed at 0.641. The number of global-route vias before repair was 204. Yosys synthesis warning count landed at 1. Number of buffers added by the clock tree synthesis step landed at 3. For this block, the initial DRC count from the detailed router was 4. Sequential fraction of the synthesis area landed at 57.7%. On met2, the global router reports a usage of 2.25%. By area the synthesized netlist is led by dfxtp_1 58%, nor2b_1 6.8%, mux2_4 5.4%.

Setup slack on the critical path of the routed design comes to -0.0514 ns. The global router reports that the layer with the highest usage is met1. Count of tool warnings landed at 29. Per the run summary, max-cap violations total 0. The critical path endpoint has a required time of about 1.1 ns.

The highest clock rate this design can be run at is 0.951 GHz. In this run the horizontal extent of the chip is 80 µm. Maximum buffer depth of the clock tree landed at 2. The arrival time of data at the worst endpoint is listed as 1.19 ns. For this run, the final setup violation count is recorded as 2. Worst-case vdd ir drop landed at 0.561 mV. The final hold violation count recorded for this run is 0.

The number of setup buffers added after CTS is 0. Compound-gate portion of the synthesized area landed at 5.41%. Worst slew slack as a fraction of its limit landed at 82.4%. The synthesized netlist devotes 16.7% of its cell area to simple gates. Per the detail_route report, inserted antenna diodes total 0. Total track usage landed at 1.98%. First-pass iteration count of the detailed router landed at 3.
## state kept, by name (all words and copies together), names as in the netlist
register	cells
d_count	4
count	4
## critical path, delay by kind of cell, from the launching register on
family,cells,cell delay [ns]
AND/OR/NAND/NOR,1,0.13
multiplexers,1,0.26
flip-flops,1,0.33
adder cells (fa/ha/maj),1,0.23
## final cells by class
class                      count  area [µm²]
clock buffer                   3        22.5
fill                         398        2930
multi-input combinational     14         143
sequential                     8         165
tap                           46        57.6
timing repair buffer          11        96.3
## stage by stage
step	hold WS (ns)	setup WS (ns)	setup TNS, ns	std cells
after global placement	0.465	-0.361	-1.87	79
final	0.468	-0.0514	-0.0560	82
after global routing	0.482	-0.0639	-0.119	82
after CTS	0.474	-0.0488	-0.0526	82
after floorplan	0.264	-0.0667	-0.0667	22
after detailed placement	0.470	-0.385	-2.03	79
## path summary, 6_finish.rpt
path	slack, ns	depth (start not counted)	endpoint	startpoint
hold reg to reg	0.47	1	d_count[3]	count[3]
setup reg to reg	-0.05	3	count[1]	count[0]
setup / recovery	-0.05	3	count[1]	count[0]
hold / removal	0.47	1	d_count[3]	count[3]
## routing by layer
| metal | wire length, µm | vias to the layer above |
|---|---|---|
| met5 | 0 | - |
| met4 | 14 | 0 |
| met3 | 34 | 2 |
| met2 | 236 | 6 |
| met1 | 325 | 85 |
| li1 | - | 104 |
## synth_stat cells
cell / count
mux2_2: 1
nand2_1: 1
dfxtp_1: 8
a21oi_1: 1
xor2_1: 1
nor2_1: 1
xnor2_1: 1
a21bo_2: 1
ha_1: 1
nand4_2: 1
mux2_4: 1
nand3b_1: 1
nor2b_1: 3
## where the power goes
| part | switching [µW] | internal (µW) |
|---|---|---|
| sequential | 12.6 | 344 |
| combinational | 33.4 | 63.7 |
| clock | 107 | 137 |
| total | 153 | 545 |
## cell families (layout without fill, tap and decap cells)
logic type | after synthesis | after routing
mux | 2 | 2
flops | 8 | 8
buf+inv | 0 | 14
xor+xnor | 2 | 2
fa+ha+maj | 1 | 1
simple gates | 7 | 7
compound gates | 2 | 2
## what timing repair did
action | CTS | global route
gates resized | 8 | 5
setup endpoints to repair | 7 | 6
pin swaps | 1 | 0
Power figures rest on the tool's default switching activity, not on a simulated workload.
