==> ./design.v <==
`timescale 1ns / 1ps
module code(input clk, p1,p2,p3,show,reset,output reg [6:0] s1,s2,s3,output reg led1 , led2 , led3,led4,ledc1 , ledc2,ledc3);
wire [6:0] d1,d2,d3;
reg c1,c2,c3;
reg [1:0] win;
reg [2:0] count1,count2,count3;
wire Q1,Q2,Q3,Qe,pp1,pp2,pp3;
wire [2:0] d_count1,d_count2,d_count3;
wire enb1,enb2,enb3;
initial begin
c2 =0;
c1 = 0;
c3 =0;
led1 =1'b0;
led2 = 1'b0;
led3 = 1'b0; 
ledc1 = 1'b0;
ledc2 = 1'b0;
ledc3 = 1'b0;
count1 = 3'b000;
count2 = 3'b000;
count3 = 3'b000;
end
assign pp1 = (p1 && ~c1);
always @(posedge clk)
begin
c1 <= p1;
end
assign Q1 = c1;
assign enb1 = (pp1 &&( ~show && ((~pp2 && ~pp3) && (~p2 && ~p3))));
assign d_count1 =enb1? count1 +1: count1;
always @ (posedge clk)
begin
if (reset && ~show)
count1 = 3'b0;
else
count1 <= d_count1;
if (p1 && (~p2 && (~p3 && ~show)) )
begin
ledc1 = 1'b1;
end
else if (~p1)
ledc1 = 1'b0;
end
segment o1 (count1,d1);
assign pp2 = (p2 && ~c2);
always @(posedge clk)
begin
c2 <= p2;
end
assign Q2 = c2;
assign enb2 = (pp2 &&((~show && (~pp1 && ~pp1) && (~p1 && ~p3))));
assign d_count2 =enb2? count2 +1: count2;
always @ (posedge clk)
begin
if (reset && ~show)
count2 = 3'b0;
else
count2 <= d_count2;
if (p2 && (~p1 && (~p3 && ~show )))
begin
ledc2 = 1'b1;
end
else if (~p2)
ledc2 = 1'b0;
end
segment o2 (count2,d2);
assign pp3 = (p3 && ~c3);
always @(posedge clk)
begin
c3 <= p3;
end
assign Q3 = c3;
assign enb3 = (pp3 &&( ~show && ( (~pp1 && ~pp2) && (~p1 && ~p2))));
assign d_count3 =enb3? count3 +1: count3;
always @ (posedge clk)
begin
if (reset && ~show)
count3 = 3'b0;
else
count3 <= d_count3;
if (p3 && (~p2 && (~p1 && ~show)) )
begin
ledc3 = 1'b1;
end
else if (~p3)
ledc3 = 1'b0;
end
segment o3 (count3,d3);
always @ (posedge clk)
begin 
if (show)
begin
s1 = d1;
s2 = d2;
s3 =d3;
win = (count1 >= count2)? ((count1 >= count3) ? 2'b00:2'b10): ((count2 >= count3)? 2'b01 : 2'b10); 
case (win)
2'b00 : led1 = 1'b1;
2'b01 : led2 = 1'b1;
2'b10 : led3 = 1'b1;
default : led4 = 1'b1;
endcase
end
else 
begin
s1 = 7'b0;
s2 = 7'b0;
s3 = 7'b0;
led1 = 1'b0;
led2= 1'b0;
led3 = 1'b0;
end
end
endmodule
`timescale 1ns / 1ps
module segment(input [2:0] count,output reg [6:0] display);
    always @(count)
    begin
        case (count)
            0 : display = 7'b1111110;
            1 : display = 7'b0110000;
            2 : display = 7'b1101101;
            3 : display = 7'b1111001;
            4 : display = 7'b0110011;
            5 : display = 7'b1011011;
            6 : display = 7'b1011111;
            7 : display = 7'b1110000;
            default : display = 7'b1111111;
        endcase
    end
endmodule
==> ./run.sh <==
#!/bin/bash
# OpenROAD 26Q1-2900-gdf79404cd8, Yosys 0.63+post, stock flow scripts
make -C /OpenROAD-flow-scripts/flow DESIGN_CONFIG=/design/flow/config.mk WORK_HOME=/design/flow/orfs finish
==> ./config.mk <==
export PLATFORM = sky130hd
export DESIGN_NAME = code
export DESIGN_NICKNAME = code
export VERILOG_FILES = /design/flow/design.v
export SDC_FILE = /design/flow/constraint.sdc
export NUM_CORES = 4
export LEC_CHECK = 1
export CORE_UTILIZATION = 30
==> ./constraint.sdc <==
current_design code

set clk_period 2.6
set clk_io_pct 0.2

create_clock -name clk0 -period $clk_period [get_ports {clk}]

set non_clock_inputs [all_inputs -no_clocks]
set_input_delay [expr $clk_period * $clk_io_pct] -clock clk0 $non_clock_inputs
set_output_delay [expr $clk_period * $clk_io_pct] -clock clk0 [all_outputs]
==> impl_metrics.py <==
# Auto-generated metrics
metrics = {
    "status": {
        "outcome": "completed",
    },
    "run": {
        "warnings": 43,
        "cap_violations": 0,
    },
    "floorplanning": {
        "io_pins": 34,
        "die_w_microns": 79.01,
        "fp_util": 0.3173,
        "dieArea_sq_um": 6243,
        "core-area_sq_um": 5608,
        "rows": 27,
        "die_h_microns": 79.01,
    },
    "yosys": {
        "top_cell": "dfxtp_1",
        "ys_seq_frac": 0.4388,
        "yosys-top-cells-area": "dfxtp_1 44%, ha_1 21%, o21a_1 4.2%, a21boi_0 3.4%, inv_1 3.2%",
        "synth_warnings": 2,
        "edf_count": 0,
        "ff_type": "dfxtp_1",
        "yosysCellCount": 173,
        "top_cells_by_count": "39 x dfxtp_1, 30 x ha_1, 15 x inv_1, 13 x nor2_1, 11 x a21oi_1",
        "ys_chip_area_sq_um": 1779,
        "syn_area_per_cell_sq_um": 10.28,
        "syn_area_sq_um": 1779,
        "top_cell_area_share": 0.4388,
        "ys_types": 26,
        "async_flop_share": 0,
        "synth-seq-cells": 39,
        "synthCells": 173,
        "top_area_cell": "dfxtp_1",
    },
    "drt": {
        "routed_wl_mm": 3.043,
        "post_drt_via_cell_ratio": 4.280,
        "vias": 1207,
        "first_iter_violations": 15,
        "wl_per_cell_microns": 10.79,
        "antenna-diode-count": 0,
        "ant_nets": 0,
        "drtPass1Iterations": 4,
        "drc": 0,
    },
    "worst_hold_path": {
        "hold_depth": 1,
        "hp-class": "register to register",
    },
    "final_timing": {
        "fmax_mhz": 555.8,
        "worst_hold_slack_ns": 0.4666,
        "period_used_share": 0.6920,
        "fin_worst_skew_ns": 0.007582,
        "finalSetupViolations": 0,
        "fin_crit_ns": 1.799,
        "fin_tns_setup_ns": 0,
        "drv_slew": 0,
        "hold_viol_final": 0,
        "grt_setup_unrepaired": "false",
    },
    "pwr": {
        "vdd_ir_drop_max_mv": 0.3648,
        "p_leak_nw": 0.9900,
        "p_per_area_nw_per_um2": 565.5,
    },
    "critical_path": {
        "worstRegToRegCells": 6,
        "endpoint": "s3[0]$_SDFF_PN0_",
        "required_ns": 2.80,
        "cp.arrival_ns": 2.00,
        "timing.reg2reg.setup_slack_ns": 0.93,
        "criticalPathCategory": "primary input to register",
        "crit_path_start_kind": "primary input",
        "cp-startpoint": "show",
        "cp_max_fo": 14,
        "r2r_start": "count2[2]$_SDFFE_PP0P_",
        "end_kind": "register",
        "rr_endpoint": "led3$_SDFFE_PN0N_",
    },
    "cts": {
        "ctsLongestPathBuffers": 2,
        "cts_root_buffer": "clkbuf_8",
        "clk_pin_slew_ns": 0.08,
        "postCtsHoldBufs": 0,
        "cts_sinks": 39,
        "cts_setup_buffers": 0,
        "cts_tree": "built",
        "cts_buffers": 5,
        "htreeDepth": 2,
        "insertion_delay_ns": 0.28,
        "ctsResizeCount": 0,
    },
    "global_routing": {
        "overflow": 0,
        "grt_start_max_net_pins": 15,
        "antenna_found_initial": 0,
        "grt_util_all_layers": 0.1065,
        "grt_pass1_vias": 1123,
        "grt_pass1_wl_mm": 5.188,
    },
    "place": {
        "placed_area_sq_um": 2178,
        "io_buffer_count": 32,
        "dpl.hpwl_mm": 2.221,
        "gp_congestion": 0.7588,
    },
    "finish": {
        "final_cell_area_sq_um": 2296,
        "area_growth_pct": 29.04,
        "layout-drive-gt1-share": 0.06667,
    },
}
## metrics by stage
stage | utilization | power, W | cells | setup slack [ns]
global placement | 0.3884 | 0.0007998 | 274 | 0.5536
finish | 0.4094 | 0.001298 | 282 | 0.8008
global route | 0.4094 | 0.001370 | 282 | 0.6510
floorplan | - | 0.0007165 | 173 | 1.151
CTS | 0.4094 | 0.001325 | 282 | 0.7923
detailed placement | 0.3884 | 0.0007999 | 274 | 0.5020
## sequential cells by signal (all words and copies together) (netlist names)
register  flops
count2        3
c2            1
ledc1         1
c3            1
count3        3
ledc3         1
led1          1
led3          1
count1        3
ledc2         1
c1            1
s3            7
led2          1
s2            7
s1            7
## routing by layer
layer  global-route usage  vias up  part of all wire
met5                    0        -                 0
met3              0.02334        2             0.044
li1                     -      641                 -
met4              0.01273        0            0.0062
met1               0.1649      539              0.55
met2               0.1595       25              0.40
## cells by family (layout without fill, tap and decap cells)
group	count (synthesis)	count (layout)	synth area share
XOR/XNOR	6	6	0.02954
flip-flops	39	39	0.4388
buffers and inverters	20	57	0.04641
AND-OR/OR-AND	37	37	0.1371
AND/OR/NAND/NOR	36	36	0.1125
multiplexers	4	4	0.02250
adder cells (fa/ha/maj)	30	30	0.2110
other	1	1	0.002108
## power breakdown
group	switching [W]	leakage, nW	internal [W]
Sequential	0.0000157	0.323	0.000632
Combinational	0.0000503	0.605	0.0000860
Clock	0.000204	0.0612	0.000310
## layout by cell type, fill, tap and decap left out, types with 2 or more instances in the layout
cell type and count:
clkbuf_8 6, xnor2_1 6, ha_1 30, o21a_1 10
nor2_1 13, dfxtp_1 39, nor3_2 2, nand2_1 5
clkdlybuf4s50_1 32, o21ai_0 5, nand4b_1 2, inv_1 15
a21oi_1 11, a21boi_0 8, buf_4 2, mux2i_1 4
o211a_1 2, nor2b_1 9
## worst min-delay path by stage
| stage | startpoint | endpoint | slack (ns) |
|---|---|---|---|
| CTS | ledc2$_SDFFE_PP1N_ | ledc2$_SDFFE_PP1N_ | 0.47 |
| global route | ledc2$_SDFFE_PP1N_ | ledc2$_SDFFE_PP1N_ | 0.50 |
| finish | ledc2$_SDFFE_PP1N_ | ledc2$_SDFFE_PP1N_ | 0.47 |
## worst max-delay path, stage by stage
cell	delay (ns)
clkdlybuf4s50_1	0.77
buf_4	0.28
a21boi_0	0.24
a21boi_0	0.19
## area by class of cell
type | instances | area (sq um)
inverter | 15 | 56.30
timing repair buffer | 34 | 335.3
sequential | 39 | 780.7
fill | 592 | 3312
clock buffer | 6 | 82.58
tap | 72 | 90.09
clock inverter | 2 | 35.03
multi-input combinational | 114 | 915.9
No activity file was given, so power comes from the tool's default toggle rates.
