==> design.v <==
`timescale 1ns / 1ps
module RAM (input [3:0] Ain, output reg [7:0] RAM_OUT );
reg [7:0] A,B,C,D,E,F,G,H,I,J,K,L,M,N,O,P;
initial A=8'b00001000;
initial B=8'b00011001;
initial C=8'b11100000;
initial D=8'b00011010;
initial E=8'b11100000;
initial F=8'b00101011;
initial G=8'b11100000;
initial H=8'b11110000;
initial I=8'b00000000;
initial J=8'b00000010;
initial K=8'b00000100;
initial L=8'b00000000;
initial M=8'b00000100;
initial N=8'b00000101;
initial O=8'b00001000;
initial P=8'b00001101;
always@*
case(Ain)
4'b0000: RAM_OUT = A;
4'b0001: RAM_OUT = B;
4'b0010: RAM_OUT = C;
4'b0011: RAM_OUT = D;
4'b0100: RAM_OUT = E;
4'b0101: RAM_OUT = F;
4'b0110: RAM_OUT = G;
4'b0111: RAM_OUT = H;
4'b1000: RAM_OUT = I;
4'b1001: RAM_OUT = J;
4'b1010: RAM_OUT = K;
4'b1011: RAM_OUT = L;
4'b1100: RAM_OUT = M;
4'b1101: RAM_OUT = N;
4'b1110: RAM_OUT = O;
4'b1111: RAM_OUT = P;
endcase
endmodule
==> run.sh <==
#!/bin/bash
# OpenROAD 26Q1-2900-gdf79404cd8, Yosys 0.63+post, stock flow scripts
make -C /OpenROAD-flow-scripts/flow DESIGN_CONFIG=/design/flow/config.mk WORK_HOME=/design/flow/orfs finish
==> config.mk <==
export PLATFORM = sky130hd
export DESIGN_NAME = RAM
export DESIGN_NICKNAME = RAM
export VERILOG_FILES = /design/flow/design.v
export SDC_FILE = /design/flow/constraint.sdc
export NUM_CORES = 4
export LEC_CHECK = 1
export CORE_AREA = 10 10 70 70
export DIE_AREA = 0 0 80 80
==> constraint.sdc <==
current_design RAM

set clk_period 1.2
set clk_io_pct 0.2

create_clock -name clk0 -period $clk_period

set non_clock_inputs [all_inputs -no_clocks]
set_input_delay [expr $clk_period * $clk_io_pct] -clock clk0 $non_clock_inputs
set_output_delay [expr $clk_period * $clk_io_pct] -clock clk0 [all_outputs]
==> CHANGELOG.md <==
## Implementation

- Main area contributors: buf_4 (10%), nor2_1 (10%), nor2b_4 (9.5%)
- Die Ht: 80 um
- Final hold vios: 0
- # IOs: 12
- Iter 0 DRT Violations: 1
- Required @ worst endpoint: 960 ps
- Largest net degree at the start of global routing: 8
- Core area: 3420 um2
- Share of the synthesized area in the top cell type: 0.103
- Fmax: 0.805 GHz
- Via count: 189
- Fin crit period: 1240 ps
- Full die area: 6400 um2
- Worst hold path type: input port to output pin
- Slew HR: 0.886
- Yosys warns: 1
- Critical path fanouts, max: 5
- Post-Syn Instances: 22
- Slew @ Worst Pin: 170 ps
- CP endpoint kind: output pin
- Syn-to-layout area delta: 166%
- Final Max Slew Viols: 0
- Leading area contributor after synthesis: buf_4
- IO buf count: 12
- Synth Cell Area: 145 um2
- YS chip area: 145 um2
- Drt pass-1 iters: 2
- Unique cell types: 16
- Hold Buf Count CTS: 0
- First-pass GRT wire length: 772 um
- Cycle use final: 1.04
- Synthesized area per cell: 6.60 um2
- Worst-case vdd ir drop: 0.0000406 V
- MaxCap Viol Count: 0
- Diodes inserted: 0
- Leak: 0.171 nW
- Share of cells above drive strength 1: 0.667
- Worst setup SP type: input port
- Status: finished with violations
- Total global routing overflow: 0
- Final sequential cell count: 0
- Fillers: 397
- DPL Wire Length: 431 um
- Pwr Total: 0.118 mW
- Vias in the first global route: 162
- Pwr Density: 305 nW/um2
- Register share after synthesis: 0
- Post-route setup TNS: -67.6 ps
- Final Worst Setup Slack: -42.1 ps
- Post-Route WL: 550 um
- Floorplan utilization: 0.0425
- Log Warnings: 34
- Vias per Instance: 2.22
- # Cells Yosys: 22
- Violated checks: setup timing
- DIE WIDTH: 80 um
- Reg area: 0 um2
- DR DRC count: 0
- GPL Wtd Cong: 0.718
- Clk_buf instances: 0
- RSZ-0062 raised after global routing: yes
- Total GRT Usage: 0.0143
- Initial antenna violation count: 0
- Arr. time, crit path: 1000 ps
- Final setup vio count: 2
- Row count: 21
- Avg WL per Cell: 6.47 um
- WS Path Type: input port to output pin
- Post-DRT Antenna Nets: 0
[metal layers]
| layer | track usage | up-vias | wire length [um] |
|---|---|---|---|
| met1 | 0.0171 | 76 | 259 |
| met3 | 0.00455 | 0 | 57 |
| met4 | 0 | 0 | 0 |
| met5 | 0 | - | 0 |
| li1 | - | 104 | - |
| met2 | 0.0257 | 9 | 234 |
[worst max-delay path, cell delays in order]
cell and delay [ps]:
buf_8 100, and2b_1 160, buf_4 130, xor2_1 120, and2_1 150, buf_2 100
[report_power, final]
part	switching [mW]	internal [mW]
clock	0	0
combinational	0.0422	0.0755
sequential	0	0
[what timing repair did]
action                     CTS  global route
buffers inserted             4             1
setup endpoints to repair    8             5
pin swaps                    4             2
gates resized               43             9
[cells in the final DEF (no fill, tap or decap), types with 2 or more instances in the layout]
cell type and instances:
a21oi_2 2, buf_12 2, buf_2 3, buf_4 5
buf_6 3, clkbuf_2 3, dlygate4sd2_1 2, nor2_1 3
[cell type report]
cell class	instances	area (um2)	area share
timing repair buffer	20	184	0.477
multi-input combinational	17	136	0.354
tap	46	57.6	0.149
inverter	2	7.51	0.0195
[worst paths after layout]
check	from	end	slack, ps	cells after the start
worst max-delay path	Ain[1]	RAM_OUT[2]	-40	6
worst min-delay path	Ain[0]	RAM_OUT[1]	760	4
[metrics by stage]
stage / instance area, um2 / hold WS, ps / std cells / util / setup WS (ps)
CTS: 375 / 760 / 84 / 0.110 / -44.2
global route: 385 / 780 / 85 / 0.113 / -97.0
finish: 385 / 756 / 85 / 0.113 / -42.1
detailed placement: 319 / 1450 / 80 / 0.0934 / -796
global placement: 319 / 1460 / 80 / 0.0934 / -791
floorplan: 145 / 535 / 22 / - / 62.8
[logic make-up after synthesis]
kind of cell             count (synthesis)  synth area share
AND/OR/NAND/NOR                          9             0.353
adder cells (fa/ha/maj)                  1            0.0776
XOR/XNOR                                 2             0.121
AND-OR/OR-AND                            5             0.216
buffers and inverters                    5             0.233
[cells in the mapped netlist, drive strengths merged]
cell type and count:
a211oi 1, xor2 1, nor2 4, nor2b 1, nand2 1, o21ai 2, xnor2 1, maj3 1
a21oi 2, inv 2, nand3 1, buf 3, and2b 1, and2 1
No activity file was given, so power comes from the tool's default toggle rates.
